## config.mk

```make
export PLATFORM = sky130hd
export DESIGN_NAME = FCU
export DESIGN_NICKNAME = FCU
export VERILOG_FILES = /design/flow/design.v
export SDC_FILE = /design/flow/constraint.sdc
export NUM_CORES = 4
export LEC_CHECK = 1
export CORE_AREA = 10 10 70 70
export DIE_AREA = 0 0 80 80
```

## design.v

```verilog
module FCU #(parameter AWIDTH = 32)(
	input [AWIDTH-1:0] Instr_D,
	input [AWIDTH-1:0] Instr_X,
	input [AWIDTH-1:0] Instr_M,
	input [AWIDTH-1:0] Instr_W,
	input [1:0] ASelE,
	input [1:0] BSelE,
	input RegWEnM,
	input RegWEnW,
	output reg [1:0] ASel_FCU,
	output reg [1:0] BSel_FCU,
	output reg [1:0] BHM
);
	always @ * begin
		if ((Instr_M[11:7] == Instr_X[19:15]) && (Instr_M[11:7] != 5'b0) && (RegWEnM)) begin
			ASel_FCU = 2'b10;
		end
		else if ((Instr_W[11:7] == Instr_X[19:15]) && (Instr_W[11:7] != 5'b0) && (RegWEnW)) begin
			ASel_FCU = 2'b11;	
		end
		else begin
			ASel_FCU = ASelE;
		end
		if ((Instr_M[11:7] == Instr_X[24:20]) && (Instr_M[11:7] != 5'b0) && (RegWEnM) && ~(Instr_X[6:0] == 32'h3)) begin
			if (Instr_X[6:0] == 32'h23) begin
				BSel_FCU = 2'b01;
				BHM = 2'b01;
			end
			else begin
				BSel_FCU = 2'b10;
				BHM = 2'b00;
			end
		end
		else if ((Instr_W[11:7] == Instr_X[24:20]) && (Instr_W[11:7] != 5'b0) && (RegWEnW) && ~(Instr_X[6:0] == 32'h3)) begin
			if (Instr_X[6:0] == 32'h23) begin
				BSel_FCU = 2'b01;
				BHM = 2'b10;
			end
			else begin
				BSel_FCU = 2'b11;
				BHM = 2'b00;
			end		
		end
		else begin
			BSel_FCU = BSelE;
		end
	end
endmodule
```

## run.sh

```bash
#!/bin/bash
# OpenROAD 26Q1-2900-gdf79404cd8, Yosys 0.63+post, stock flow scripts
make -C /OpenROAD-flow-scripts/flow DESIGN_CONFIG=/design/flow/config.mk WORK_HOME=/design/flow/orfs finish
```

## constraint.sdc

```tcl
current_design FCU

set clk_period 3.0
set clk_io_pct 0.2

create_clock -name clk0 -period $clk_period

set non_clock_inputs [all_inputs -no_clocks]
set_input_delay [expr $clk_period * $clk_io_pct] -clock clk0 $non_clock_inputs
set_output_delay [expr $clk_period * $clk_io_pct] -clock clk0 [all_outputs]
```

==> run notes <==
run results: status completed, Residual DRC 0, site row count 21, most common logic cell in the routed design buf_4, Die X roughly 80 um, register pins left without a clock 2, Post-Route WL approximately 1.8 mm, vias per cell about 3.6, Worst setup EP type primary output, most frequent cells in the layout buf_4, clkdlybuf4s50_1, xnor2_1, I/O pins approximately 140, Synth logic family XOR/XNOR gates, chip area 0.00640 mm2, final period utilization 0.970, first-pass GRT wire length 2.86 mm, gpl congestion around 0.86, synthesis area per yosys 389 um2, total track usage 0.0541, Placed Cells incl. Taps 154, Hold Crit Start BSelE[1], Core Util, Final 0.321, Slew headroom 0.781, Worst Tran Pin Value 0.327 ns, Synth area leader xnor2_1, Top area cell types xnor2_1, xor2_1, dlxtn_1, nor4_4, nor4_1, vias in the first global route 650, CP required about 2.4 ns, dpl hpwl 1.63 mm, CP Class in2out, number of I/O port buffers 39, hold slack 1.88 ns, Initial DRT Pass Iterations 3, Setup crit start kind input port, final setup vio count 0, Period minus WS final 2.91 ns, layout cells sized above 1 0.345, Hold EP BSel_FCU[1], total core area around 0.0034 mm2, XOR Share, Synth 0.450, Antenna Nets Post-Route 0, total number of vias 558, yosys stat cell total 48, max reg flops 2, mux share 0.0289, initial antenna violation count 0, synthesis-to-finish area growth 182%, largest net degree at the start of global routing 5, PD cells 113 mW/mm2, AO/OA Area Share 0.0868, First DRT Iteration DRCs 6, RSZ-0062 raised after global routing no, count of tool warnings 133, mapped cell area slightly below 400 um2, fp_density 0.114, Syn Inst Count about 48, ys flops 2, Final Max Tran Viols 0, worst-path fanout max 2, Top-area cell share 0.248, final tally of hold violations 0, simple-gate area share of the yosys netlist 0.347, worst min-delay path category in2out, Synth Area in Adders 0, fmax 344 MHz, WHS Path Cells 3, post-synthesis cell type count 19, CTS Hold Bufs 0, WP data arrival 2.31 ns, Leak Pwr about 0.48 nW, Overflow after GRT 0, Max Cap Violations 0, Ys Warns 1, Finished Cell Area ~0.0011 mm2, fin cells 156, chip height 80 um, dpl cell area 995 um2, # diodes 0, Synth Area per Inst 8.11 um2, post-DR wirelength/cell about 12 um, setup_tns 0 ns, Peak VDD IR 0.0583 mV, endpoints left unconstrained 4
area by class of cell:
cell class / instances / area (um2)
repair buffers: 62 / 571
flip-flops and latches: 2 / 30.0
well taps: 46 / 57.6
multi-input cells: 45 / 435
inverters: 1 / 3.75
fillers: 363 / 2320
cells in the mapped netlist:
master and instances:
a21oi_2 1, a22oi_1 1, dlxtn_1 2, inv_1 1, mux2_1 1, nand2_1 2
nand3_1 3, nand4bb_1 1, nor2_1 3, nor2b_1 1, nor3_1 2, nor4_1 3
nor4_2 1, nor4_4 1, o21ai_2 2, or3_1 1, or4_1 2, xnor2_1 11
xor2_1 9
repair_timing:
item	4_1_cts	5_1_grt
resized	21	15
buffers inserted	1	1
endpoints found under the setup margin	4	4
pin swaps	7	10
routing by layer:
metal / track usage / vias up / share of wire
met2: 0.0690 / 32 / 0.35
li1: - / 295 / -
met3: 0.0273 / 0 / 0.13
met1: 0.0819 / 231 / 0.51
met4: 0 / 0 / 0
met5: 0 / - / 0
worst max-delay path by stage:
stage | from | end | slack [ns] | cells past startpoint
after global routing | Instr_M[10] | ASel_FCU[1] | 0.01 | 7
final | Instr_M[10] | ASel_FCU[1] | 0.09 | 7
after CTS | Instr_M[10] | BSel_FCU[1] | 0.003 | 7
critical path, stage by stage:
cell and delay [ns]:
dlygate4sd2_1 0.24, or4_4 0.55, o21ai_4 0.19, buf_6 0.12, nor4_2 0.04, or3_1 0.33
dlygate4sd2_1 0.24
where the power goes:
| group | internal [mW] | switching (mW) | leakage (nW) | total, mW |
|---|---|---|---|---|
| sequential | 0.000699 | 0.0000169 | 0.0151 | 0.000716 |
| clock | 0 | 0 | 0 | 0 |
| combinational | 0.0787 | 0.0444 | 0.467 | 0.123 |
| total | 0.0794 | 0.0445 | 0.482 | 0.124 |
cells by family (layout without fill, tap and decap cells):
group,Yosys count,after routing
compound gates,4,4
mux,1,1
latches,2,2
buf+inv,1,63
simple gates,20,20
xor+xnor,20,20
stage by stage:
step	power [mW]	worst slack [ns]
final	0.124	0.0902
after global routing	0.135	0.0100
after CTS	0.120	0.00285
after detailed placement	0.118	-0.373
after global placement	0.117	-0.376
after floorplan	0.0323	0.582
Power figures rest on the tool's default switching activity, not on a simulated workload.
