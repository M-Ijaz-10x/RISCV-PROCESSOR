File: ./design.v
module bhmux #(parameter AWIDTH = 32)(
	input [AWIDTH-1:0] alu_M,
	input [AWIDTH-1:0] wb,
	input [AWIDTH-1:0] Data_b,
	input [1:0] BHM,
	output reg [AWIDTH-1:0] RS2
);
	always @ * begin
		case (BHM)
			2'b00: RS2 = Data_b;
			2'b01: RS2 = alu_M;
			2'b10: RS2 = wb;
			2'b11: RS2 = 32'h0;
		endcase
	end
endmodule
File: ./run.sh
#!/bin/bash
# OpenROAD 26Q1-2900-gdf79404cd8, Yosys 0.63+post, stock flow scripts
make -C /OpenROAD-flow-scripts/flow DESIGN_CONFIG=/design/flow/config.mk WORK_HOME=/design/flow/orfs finish
File: ./config.mk
export PLATFORM = sky130hd
export DESIGN_NAME = bhmux
export DESIGN_NICKNAME = bhmux
export VERILOG_FILES = /design/flow/design.v
export SDC_FILE = /design/flow/constraint.sdc
export NUM_CORES = 4
export LEC_CHECK = 1
export CORE_AREA = 10 10 86 86
export DIE_AREA = 0 0 96 96
File: ./constraint.sdc
current_design bhmux

set clk_period 2.8
set clk_io_pct 0.2

create_clock -name clk0 -period $clk_period

set non_clock_inputs [all_inputs -no_clocks]
set_input_delay [expr $clk_period * $clk_io_pct] -clock clk0 $non_clock_inputs
set_output_delay [expr $clk_period * $clk_io_pct] -clock clk0 [all_outputs]
==> metrics.cfg <==
[outcome]
status = completed

[route]
ant_nets = 0
avgViaCountPerCell = 4.125
diodes = 0
first_iter_violations = 19
drt_wl_total_mm = 4.465
first_pass_iters = 2
drc = 0
num_vias = 1122
wl_per_cell_um = 16.42

[synthesis]
topCellsByArea = mux2i_1 41%, o2bb2ai_1 24%, o2bb2ai_2 19%, buf_6 11%, nor2b_4 1.7%
avgSynthCellArea_um2 = 10.22
largest_area_cell = mux2i_1
ys_seq_share_pct = 0
yosysWarnings = 1
yosysChipArea_um2 = 787.0
ys_types = 8
top_area_share_pct = 40.70
netlist_instances = 77
ys_cells = 77
synthesis.area_um2 = 787.0

[pwr]
finalPower_mw = 0.3137
power_leakage_nw = 0.8066
vdd_drop_max_mv = 0.07914
pwr_density_cell_nw_per_um2 = 146.7

[layout]
fill_cells = 561
seqCellArea_um2 = 0
drive_gt1_share_pct = 8.500
lay_top_cells = 129 x clkdlybuf4s50_1, 32 x mux2i_1, 22 x o2bb2ai_1, 10 x o2bb2ai_2, 3 x buf_12
postLayoutCoreUtil_pct = 38.60
area.growth.synth_to_final_pct = 171.7
layout_top_cell = clkdlybuf4s50_1
nFlopsAndLatches = 0
layoutNonFillerInstCount = 272
clockBufferCount = 0

[grt]
grt_max_degree = 33
antenna_found_initial = 0
grt_pass1_wl_mm = 6.534
grt_pass1_vias = 1185
track_usage_pct = 8.730
overflow = 0

[timing]
finalSetupViolCount = 0
period_minus_slack_ps = 2615
layout_worst_path_cycle_share_pct = 93.39
finalHoldViolCount = 0
fin_hold_ws_ps = 2038
tightest_slew_ps = 410.5
rsz0062_at_grt = false
fmax_mhz = 382.4
slew_headroom_pct = 72.63
slew_viol_final = 0
setup_tns_ps = 0

[setup_path]
path_class = in -> out
worst_ep_arrival_time_ps = 2060
startpoint_type = input port
crit_start = BHM[0]
cp_max_fo = 18
endpoint_kind = output pin
cp.required_ps = 2240

[clocking]
cts_hold_buffers = 0
cts_resized = 0
cts_setup_buffers = 0

[hold_path]
min_from = alu_M[31]
min_to = RS2[31]
hold_path_depth = 3
hold_path.class = in -> out

[floorplanning]
rows = 27
core_um2 = 5540
chipWidth_um = 96
num_io_pins = 130
core_util_floorplan_pct = 14.21
fp.dieH_um = 96
die_area_um2 = 9216

[placement]
hpwlAfterDp_mm = 3.929
place.gp.congestion = 0.7516
place_inst = 272
port_buffers = 130

[job]
max_cap_viol_count = 0
warnings = 32

[synthesized netlist by cell type, drive strengths merged]
cell type,n
buf,10
mux2i,32
clkbuf,2
o2bb2ai,32
nor2b,1
[per-layer routing]
layer	GRT usage (%)	vias up	wire (µm)
li1	-	567	-
met1	10.39	482	1872
met2	15.41	73	2049
met3	3.381	0	543
met4	0	0	0
met5	0	-	0
[through the flow]
stage	area (µm²)	setup slack [ps]
2_1_floorplan	787.0	1083
3_3_place_gp	2138	195.3
3_5_place_dp	2138	194.5
4_1_cts	2138	183.9
5_1_grt	2138	130.0
6_report	2138	185.0
[area by class of cell]
type	count	area, µm²	share of cell area (%)
Timing Repair Buffer	135	1371	64.13
Multi-Input combinational cell	65	676.9	31.66
Tap cell	72	90.09	4.213
[critical path: stages]
cell and delay, ps:
clkdlybuf4s50_1 480, nor2b_4 210, buf_12 170, o2bb2ai_1 130, clkdlybuf4s50_1 500
[where the power goes]
group          leakage, nW  internal [mW]  total [mW]  switching (mW)
combinational        0.807          0.233       0.314          0.0805
clock                    0              0           0               0
sequential               0              0           0               0
[how the worst max path moves through the flow]
stage / to / slack (ps)
after CTS: RS2[0] / 180
after global routing: RS2[7] / 130
final: RS2[0] / 180
[cell families after synthesis]
group | after synthesis | synth area share (%)
AND-OR/OR-AND | 32 | 43.56
buffers and inverters | 12 | 13.99
multiplexers | 32 | 40.70
AND/OR/NAND/NOR | 1 | 1.748
Power is estimated from default activity; no workload was simulated.
