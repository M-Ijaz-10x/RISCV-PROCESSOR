**flow/run.sh**
```bash
#!/bin/bash
# OpenROAD 26Q1-2900-gdf79404cd8, Yosys 0.63+post, stock flow scripts
make -C /OpenROAD-flow-scripts/flow DESIGN_CONFIG=/design/flow/config.mk WORK_HOME=/design/flow/orfs finish
```
**flow/config.mk**
```make
export PLATFORM = sky130hd
export DESIGN_NAME = HDU
export DESIGN_NICKNAME = HDU
export VERILOG_FILES = /design/flow/design.v
export SDC_FILE = /design/flow/constraint.sdc
export NUM_CORES = 4
export LEC_CHECK = 1
export CORE_AREA = 10 10 70 70
export DIE_AREA = 0 0 80 80
```
**flow/constraint.sdc**
```tcl
current_design HDU

set clk_period 4.0
set clk_io_pct 0.2

create_clock -name clk0 -period $clk_period

set non_clock_inputs [all_inputs -no_clocks]
set_input_delay [expr $clk_period * $clk_io_pct] -clock clk0 $non_clock_inputs
set_output_delay [expr $clk_period * $clk_io_pct] -clock clk0 [all_outputs]
```
**flow/design.v**
```verilog
module HDU #(parameter AWIDTH = 32)(
	input [AWIDTH-1:0] Instr_D,
	input [AWIDTH-1:0] Instr_X,
	input MemRWE,
	input [3:0] ALUSel,
	input [1:0] BSel,
	input [2:0] ILoad,
	input [1:0] WBSel,
	input RegWEn,
	input MemRW,
	input PCSel,
	input [1:0] ASel,
	input BrUn,
	output reg PC_H,
	output reg ID_H,
	output reg [3:0] ALUSel_H,
	output reg [1:0] BSel_H,
	output reg [2:0] ILoad_H,
	output reg [1:0] WBSel_H,
	output reg RegWEn_H,
	output reg MemRW_H,
	output reg PCSel_H,
	output reg [1:0] ASel_H,
	output reg BrUn_H
);
	always @ * begin
		if ( (Instr_X[6:0] == 7'b0000011) && ((Instr_X[11:7] == Instr_D[24:20]) || (Instr_X[11:7] == Instr_D[19:15]) && Instr_X[11:7]!=5'b0)) begin
			PC_H = 1'b1;
			ID_H = 1'b1;
			ALUSel_H = 4'b0000;
			BSel_H = 2'b00;
			ILoad_H = 3'b000;
			WBSel_H = 2'b00;
			RegWEn_H = 0;
			MemRW_H = 0;
			PCSel_H = 0;
			ASel_H = 2'b00;
			BrUn_H = 0;
		end
		else begin
			PC_H = 0;
			ID_H = 0;
			ALUSel_H = ALUSel;
			BSel_H = BSel;
			ILoad_H = ILoad;
			WBSel_H = WBSel;
			RegWEn_H = RegWEn;
			MemRW_H = MemRW;
			PCSel_H = PCSel;
			ASel_H = ASel;
			BrUn_H = BrUn;
		end
	end
endmodule
```
==> Flow_metrics.wiki <==
=== Synthesis and place and route ===
{| class="wikitable"
! Metric !! Value
|-
| Class of the tightest hold or removal check || in2out
|-
| First-pass GRT wire length || 3270 um
|-
| Antenna violation net count after detailed routing || 0
|-
| Netlist Area Pre-Place || 363 sq um
|-
| Final cycle utilization of the critical path || 0.927
|-
| Vias post-DR || about 530
|-
| Total length of routed wires || 2050 um
|-
| Kind of critical path || in2out
|-
| Area of the die || about 6400 sq um
|-
| Sequential Area || 0 sq um
|-
| Sequential cell area fraction in the yosys report || 0
|-
| Total power || 0.0000777 W
|-
| Hold Fails Final Rpt || 0
|-
| Quantity of hold-fixing buffers added after cts || 0
|-
| Area grow syn2layout || 166%
|-
| Number of instances in the synthesized netlist || approximately 43
|-
| Count of pins over their slew limit || 0
|-
| Count of port buffers added during placement || about 58
|-
| Gp weighted congestion || 0.732
|-
| All-layer global routing usage || 0.0619
|-
| Sequential cells || 0
|-
| Worst endpoint required time || 3.20 ns
|-
| Number of global-route vias before repair || 614
|-
| Result of the run || complete, no violations
|-
| Power per cell area || 80.5 nW/um^2
|-
| Maximum number of pins on one net before global-route repair || 18
|-
| Average via count per standard cell || approximately 3.7
|-
| Switching share of total power || 0.250
|-
| Element type at the critical path end || output port
|-
| Sum of net half-perimeters after detailed placement || 1840 um
|-
| Switch Pwr || 0.0000194 W
|-
| Worst Setup Start Kind || input pin
|-
| Layout fillers || 378
|-
| Hold Worst Slack || ~2.5 ns
|-
| Top cells by area, synth || sky130_fd_sc_hd__nor3b_1, sky130_fd_sc_hd__xor2_1, sky130_fd_sc_hd__nor4_4
|-
| Count of unique library cells instantiated by Yosys || 17
|-
| Biggest fanout along the worst timing path || 17
|-
| Die width || approximately 80 um
|-
| # diodes || 0
|-
| Instance count along the most critical hold path || 3
|-
| Maximum ir drop on the vdd rail || 0.0239 mV
|-
| Layout clock buffer count || 0
|-
| Setup violations, final || 0
|-
| Leakage power || 0.325 nW
|-
| I/O pin count || 101
|-
| Initial antenna violation count || 0
|-
| Number of instances in the placed design || 144
|-
| Power Internal || 0.0000583 W
|-
| Min Tclk post-route || 3.71 ns
|-
| 1st-iter DRT viols || 9
|-
| Final cell utilization of the core || 0.282
|-
| Pre-placement core utilization || 0.106
|-
| Cell taking the most area after synthesis || sky130_fd_sc_hd__nor3b_1
|-
| Cells in synth_stat.txt || about 43
|-
| TritonRoute pass-1 iters || 3
|-
| Upper clock frequency limit || 270 MHz
|-
| Summed negative setup slack over all endpoints || 0 ns
|-
| Share of total power in sequential cells || 0
|-
| Portion of total power attributed to combinational logic || 1.000
|-
| Post-layout instance count excluding filler cells || 144
|-
| Number of warning messages in the yosys log || 1
|-
| Largest type area fraction || 0.352
|-
| Post-synth area from yosys stat || 363 sq um
|-
| Die Y-Extent || around 80 um
|-
| DRC errors left || 0
|-
| Placeable core area || 3420 sq um
|-
| Fraction of final layout cells sized beyond drive strength 1 || 0.0408
|-
| Standard-cell rows || 21
|-
| Residual overflow from global routing || 0
|-
| Clock power share || 0
|-
| Pin slew with the least headroom to its limit || 0.394 ns
|-
| OpenROAD warning count || around 75
|-
| Avg Cell Area, Syn || between 8 and 9 sq um
|-
| Number of maximum-capacitance violations || 0
|-
| RSZ-0062 raised after global routing || no
|-
| Worst endpoint data arrival time || a little under 3 ns
|-
| Average wire per cell in the routed design || 14.2 um
|-
| Worst-case headroom to the max-slew limit || 0.735
|}
[per-stage QoR]
step	cell area [sq um]	worst slack, ns
2_1_floorplan	363	1.35
3_3_place_gp	963	0.0889
3_5_place_dp	963	0.0373
4_1_cts	963	0.0326
5_1_grt	965	0.0787
6_report	965	0.294
[kinds of logic (layout without fill, tap and decap cells)]
kind of cell           count (synthesis)  in the layout  share of synthesized area
buffers and inverters                  4             59                      0.124
XOR/XNOR                               9              9                      0.217
AND-OR/OR-AND                          3              3                     0.0586
AND/OR/NAND/NOR                       27             27                      0.600
[area by class of cell]
| type | instances | area (sq um) | area share |
|---|---|---|---|
| Timing Repair Buffer | 59 | 588 | 0.610 |
| Multi-Input combinational cell | 39 | 319 | 0.331 |
| Tap cell | 46 | 57.6 | 0.0597 |
[critical path: stages]
cell and delay (ns):
sky130_fd_sc_hd__clkdlybuf4s50_1 0.47, sky130_fd_sc_hd__xor2_1 0.19, sky130_fd_sc_hd__nor4_1 0.41, sky130_fd_sc_hd__o2111a_2 0.49, sky130_fd_sc_hd__nor3b_1 0.11, sky130_fd_sc_hd__clkdlybuf4s50_1 0.44
[power groups by stage]
stage     combinational [W]  sequential, W  clock, W
4_1_cts           0.0000793              0         0
5_1_grt           0.0000844              0         0
6_report          0.0000777              0         0
[path summary, 6_finish.rpt]
path   startpoint    endpoint
max   Instr_X[10]  WBSel_H[0]
min      ILoad[2]  ILoad_H[2]
[metal layers]
| layer | GRT usage | part of all wire | routed length [um] |
|---|---|---|---|
| met1 | 0.0824 | 0.46 | 950 |
| met2 | 0.0987 | 0.44 | 899 |
| met3 | 0.0227 | 0.097 | 198 |
| met4 | 0 | 0 | 0 |
| met5 | 0 | 0 | 0 |
[cell usage after synthesis, drive strengths merged]
| cell type | number |
|---|---|
| a21oi | 1 |
| nand3 | 1 |
| o2111a | 1 |
| nor3b | 17 |
| and3b | 1 |
| nand2 | 1 |
| buf | 4 |
| o21ai | 1 |
| xnor2 | 3 |
| and2 | 1 |
| nor3 | 1 |
| xor2 | 6 |
| or3 | 1 |
| nor4 | 4 |
[cells in the final DEF, fill, tap and decap left out]
cell type / count
sky130_fd_sc_hd__nand3_1: 1
sky130_fd_sc_hd__or3_1: 1
sky130_fd_sc_hd__xnor2_1: 3
sky130_fd_sc_hd__nor4_4: 2
sky130_fd_sc_hd__clkdlybuf4s50_1: 58
sky130_fd_sc_hd__o21ai_0: 1
sky130_fd_sc_hd__nand2_1: 1
sky130_fd_sc_hd__nor3b_1: 17
sky130_fd_sc_hd__and2_1: 1
sky130_fd_sc_hd__and3b_1: 1
sky130_fd_sc_hd__xor2_1: 6
sky130_fd_sc_hd__nor4_1: 2
sky130_fd_sc_hd__nor3_1: 1
sky130_fd_sc_hd__buf_4: 1
sky130_fd_sc_hd__a21oi_1: 1
sky130_fd_sc_hd__o2111a_2: 1
[timing repair]
action | CTS | global route
setup buffers | 0 | 0
resized | 0 | 1
setup endpoints to repair | 0 | 17
Power and IR drop assume default switching activity.
